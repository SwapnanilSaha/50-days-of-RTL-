File: flow/run.sh
#!/bin/bash
# OpenROAD 26Q1-2900-gdf79404cd8, Yosys 0.63+post, stock flow scripts
make -C /OpenROAD-flow-scripts/flow DESIGN_CONFIG=/design/flow/config.mk WORK_HOME=/design/flow/orfs finish
File: flow/config.mk
export PLATFORM = sky130hd
export DESIGN_NAME = sender
export DESIGN_NICKNAME = sender
export VERILOG_FILES = /design/flow/design.v
export SDC_FILE = /design/flow/constraint.sdc
export NUM_CORES = 4
export LEC_CHECK = 1
export CORE_AREA = 10 10 76 76
export DIE_AREA = 0 0 86 86
File: flow/constraint.sdc
current_design sender

set clk_period 10.7
set clk_io_pct 0.2

create_clock -name clk0 -period $clk_period

set non_clock_inputs [all_inputs -no_clocks]
set_input_delay [expr $clk_period * $clk_io_pct] -clock clk0 $non_clock_inputs
set_output_delay [expr $clk_period * $clk_io_pct] -clock clk0 [all_outputs]
File: flow/design.v
module checksum(d,out);
input [31:0]d;
output [15:0]out;
reg [31:0]sum;
reg [15:0]sum1;
always@(d)
begin
sum=d[31:16]+d[15:0];
if(sum&32'hffff0000)
begin
sum1=sum;
sum1=sum1+1;
end
else
sum1=sum;
end
assign out=~sum1;
endmodule
module sender(d,out);
input [31:0]d;
output [47:0]out;
wire [15:0]error_check;
checksum c1(d,error_check);
assign out={d,error_check};
endmodule
==> notes.md <==
Latest figures from synthesis and place and route.

The run finished with clean final reports. The routed layout reports a DRC error count of 0. The average cell area after synthesis is 7.469 um^2. Pins over their slew limit in the final report were tallied at 0. The cell sequence reported for the critical path is clkdlybuf4s50_1 > ha_1 > inv_1 > fa_1 > and2b_1 > o2111ai_1 > a31oi_1 > o21ai_1 > o21ai_2 > nand3_2 > nor4_2 > xnor2_1 > clkdlybuf4s50_1. The wire length of the first global-routing pass is 6906 um. Per the OpenROAD floorplan log, the height of the die is 86 um.

The max-capacitance violation count is 0. The area occupied by registers is 0 um^2. The top cell type by total area after synthesis is buf_4. Endpoints with negative setup slack in the final report add up to 0. The synthesized-area fraction occupied by xor and xnor cells is 14.51%.

The growth of design area from synthesis to finish is 41.62%. Gates resized during post-CTS repair numbered 0. In this run the tool buffered the top-level ports with 80 buffer cells. Pin placement for this block handled 80 I/O pins. The number of global-route vias before repair was 1477. The measured slew at the worst slew-check pin is 0.4230 ns.

The sequential cell count of the final layout is 0. The per-cell routed wire length is 14.12 um. Buffers added to address setup during post-CTS repair amount to 0.

The row count is 23. The minimum setup slack after placement is 2.894 ns. Adding up every negative setup slack in the final design gives 0 ns. For this run, the chip area from Yosys synthesis comes to 1449 um^2. The leakage dissipation is 0.8109 nW. The chip footprint is 7396 um^2. Warnings reported by Yosys during synthesis add up to 1. The top achievable clock speed is 0.1285 GHz. The global route total overflow is 0. Dividing total power by cell area gives a power density of 64.17 nW/um^2. Per the detail_route report, the via count comes to 1496. The overall track demand over capacity in global routing is 10.63%.

The final layout contains routed wiring with a total length of 4080 um. The number of antenna violations at the first check in global routing came to 0. The cell at the slowest stage of the critical path is clkdlybuf4s50_1.

In this run the standard cell core region covers 4115 um^2. The highest fanout seen on the critical path is 7. Entering global routing, the biggest net connects 11 pins. The cell count after synthesis came out at 194. For this run, the register share of the synthesized area comes to 0%. Ranked by total cell area, the synthesized netlist is headed by buf_4 (17%), ha_1 (15%), xnor2_1 (9.1%). By startpoint and endpoint, the worst setup path is classified as in -> out. Setup repair after global routing left no endpoint under its margin. The most numerous cell type found on the critical path is clkdlybuf4s50_1. The clock period minus worst slack is 7.780 ns.

The detailed-route vias per instance is 5.176. The delay contributed by the slowest stage of the critical path is 0.48 ns. The fraction of layout instances using a drive strength above 1 is 4.603%. Per the OpenROAD floorplan log, the width of the die is 86 um.

Detailed placement ended at an HPWL of 3677 um. The report puts the hold buffer count at CTS at 0. Sorting the synthesis cell report by count puts at the top buf_4. The total tool warning count is 32. The setup slack after layout is 2.920 ns. The main kind of combinational logic by area is simple AND/OR/NAND/NOR gates. The summed instance area of the synthesized netlist is 1449 um^2. Per the Yosys statistics, synthesis produced 194 cells. The relative slew slack is 71.60%. The critical path endpoint has a required time of 8.56 ns. The nature of the critical path startpoint is an input pin. At the end of routability-driven placement, the weighted congestion stood at 0.8148.

The count of routing violations after the opening detailed-route iteration is 35. The area share of and-or/or-and cells after synthesis is 23.06%. The simple-gate portion of the synthesized area is 26.60%. The iteration tally of the first detailed-router pass is 4. Of the post-synthesis cell area, the dominant cell type holds 16.58%. The effective utilization at floorplan is 35.21%. The worst VDD IR drop from the latest analysis is 0.02261 mV. The class of the tightest hold or removal check is in -> out. The kind of end point of the critical path is a primary output. In this design, the largest share of critical-path delay is due to buffers and inverters. After Yosys synthesis, full adders, half adders and majority gates account for 16.06% of the synthesized area. The gate-level netlist out of Yosys references 52 unique cell types.

OpenROAD reports that the post-layout worst path occupies 72.71% of the period. The arrival time at the worst endpoint is 5.64 ns. Measured against the total synthesized area, the mux share comes to 0%. The number of nets with antenna violations after detailed routing is 0. The number of endpoints with negative hold slack in the final report is 0. The buffers plus inverters on the worst setup path is 3. The clock buffer count is 0. The repair_antennas step left the layout with diodes totalling 0. In the synthesized netlist, the cells that appear most often are buf_4 (32), ha_1 (17), xnor2_1 (15).
==> kinds of logic (layout without fill, tap and decap cells) <==
group	Yosys count	count (layout)
buf+inv	42	87
simple gates	63	63
xor+xnor	24	24
compound gates	47	47
fa+ha+maj	18	18
==> metal layers <==
layer  track usage [%]  vias up  wire (um)
met5                 0        -          0
met4            0.4491        0         17
met3             3.241        2        354
met2             18.73       55       1913
met1             12.93      654       1795
li1                  -      785          -
==> through the flow <==
| step | util [%] | hold slack, ns | instance area [um^2] | cells | power [mW] |
|---|---|---|---|---|---|
| 2_1_floorplan | - | 4.346 | 1449 | 194 | 0.07511 |
| 3_3_place_gp | 49.86 | 5.116 | 2052 | 289 | 0.1349 |
| 3_5_place_dp | 49.86 | 5.118 | 2052 | 289 | 0.1341 |
| 4_1_cts | 49.86 | 5.117 | 2052 | 289 | 0.1347 |
| 5_1_grt | 49.86 | 5.134 | 2052 | 289 | 0.1476 |
| 6_report | 49.86 | 5.110 | 2052 | 289 | 0.1317 |
==> path summary, 6_finish.rpt <==
check                 depth (start not counted)  slack [ns]       to  start
worst max-delay path                         13        2.92  out[14]   d[0]
worst min-delay path                          2        5.11  out[21]   d[5]
==> area by class of cell <==
class / instances / area [um^2]
repair buffers: 80 / 800.8
inverters: 7 / 26.28
multi-input cells: 152 / 1162
fillers: 405 / 2063
well taps: 50 / 62.56
==> report_power, final <==
| part | total [mW] | switching [mW] | internal (mW) |
|---|---|---|---|
| registers | 0 | 0 | 0 |
| clock network | 0 | 0 | 0 |
| logic | 0.132 | 0.0560 | 0.0757 |
==> cell usage in the layout (no fill, tap or decap), drive strengths merged, types with 3 or more instances in the layout <==
master	count
nand2	11
nand3	6
xnor2	15
nand4	5
ha	17
nor3	5
nor2b	4
or2	4
o2111ai	4
a21oi	11
inv	7
a21o	6
clkdlybuf4s50	80
xor2	9
and2	4
nor4	4
o21ai	8
nor2	9
nand3b	3
No activity file was given, so power comes from the tool's default toggle rates.
