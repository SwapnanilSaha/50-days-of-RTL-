==> ./design.v <==
module fibo(clk,reset,series);
input clk,reset;
output [31:0]series;
reg [31:0]prev_out;
reg [32:0]a,curr_out;
always@(posedge clk)
begin
if(reset)
begin
prev_out<=0;
curr_out<=1;
end
else if(curr_out<=32'hffffffff)
begin
curr_out<=curr_out+prev_out;
prev_out<=curr_out;
end
else
begin
curr_out<=1;
prev_out<=0;
end
end
assign series=prev_out;
endmodule
==> ./run.sh <==
#!/bin/bash
# OpenROAD 26Q1-2900-gdf79404cd8, Yosys 0.63+post, stock flow scripts
make -C /OpenROAD-flow-scripts/flow DESIGN_CONFIG=/design/flow/config.mk WORK_HOME=/design/flow/orfs finish
==> ./config.mk <==
export PLATFORM = sky130hd
export DESIGN_NAME = fibo
export DESIGN_NICKNAME = fibo
export VERILOG_FILES = /design/flow/design.v
export SDC_FILE = /design/flow/constraint.sdc
export NUM_CORES = 4
export LEC_CHECK = 1
export CORE_UTILIZATION = 50
==> ./constraint.sdc <==
current_design fibo

set clk_period 12.9
set clk_io_pct 0.2

create_clock -name clk0 -period $clk_period [get_ports {clk}]

set non_clock_inputs [all_inputs -no_clocks]
set_input_delay [expr $clk_period * $clk_io_pct] -clock clk0 $non_clock_inputs
set_output_delay [expr $clk_period * $clk_io_pct] -clock clk0 [all_outputs]
==> flow_metrics.env <==
# yosys + openroad results
export IMPL_cts_path_max_buffers=2
export IMPL_drt_iter0_markers=133
export IMPL_path_max_fanout=21
export IMPL_maxCapViolations=0
export IMPL_grt_usage_pct=22.2
export IMPL_p_sw_share_pct=25.1
export IMPL_yosys_area_um2=3580
export IMPL_comb_power_share_pct=14.1
export IMPL_area_leaders="dfxtp_1 (36%), ha_1 (11%), and2_1 (6.5%)"
export IMPL_routed_wl_um=7600
export IMPL_setup_ws_ns=8.98
export IMPL_overflow=0
export IMPL_drive_gt1_share_pct=7.13
export IMPL_hold_path_class="reg2reg"
export IMPL_fillCellCount=594
export IMPL_crit_end="curr_out[16]"
export IMPL_numCtsBuffers=9
export IMPL_cts_hold_fix_buffers=0
export IMPL_antenna_found_initial=0
export IMPL_cts_tree="done"
export IMPL_min_period_ns=3.92
export IMPL_cp_cell_sequence="clkdlybuf4s50_1 -> nor2_2 -> buf_4 -> nand2_1 -> mux2i_1"
export IMPL_drc_errors=0
export IMPL_htree_levels=3
export IMPL_hold_viol=0
export IMPL_status="finished, final reports clean"
export IMPL_seq_power_share_pct=45.3
export IMPL_clockRootBuffer="clkbuf_8"
export IMPL_syn_to_final_growth_pct=16.6
export IMPL_p_switching_mw=0.122
export IMPL_grt_pass1_wl_um=13000
export IMPL_ys_ff=65
export IMPL_clkTransAtPathRegs_ns=0.07
export IMPL_p_clk_share_pct=40.7
export IMPL_synth_area_um2=3580
export IMPL_clock_skew_ns=0.00784
export IMPL_cts_resized=0
export IMPL_rrSetupSlack_ns=10.24
export IMPL_cellLeakagePower_nw=1.65
export IMPL_die_height_um=86.6
export IMPL_wire_per_inst_um=14.3
export IMPL_io_buffers=33
export IMPL_synth_stat_cells=405
export IMPL_worstMarginPinSlew_ns=0.698
export IMPL_finalPower_mw=0.486
export IMPL_crit_slowest_cell="nor2_2"
export IMPL_r2r_cells=8
export IMPL_ys_seq_share_pct=36.3
export IMPL_clkLatencyLatePin_ns=0.34
export IMPL_power_internal_mw=0.364
export IMPL_dp_hpwl_um=5440
export IMPL_fp_util_pct=52.1
export IMPL_fin_tns_setup_ns=0
export IMPL_cts_setup_buffers=0
export IMPL_coreArea_um2=6870
export IMPL_crit_arrival_ns=4.20
export IMPL_placed_area_um2=3950
export IMPL_grt_pass1_vias=2830
export IMPL_design_die_area_um2=7510
export IMPL_dpl_worst_slack_ns=8.58
export IMPL_top_cell_area_share_pct=36.3
export IMPL_drt_pass1_iter_count=4
export IMPL_antenna_left=0
export IMPL_postSynthAreaPerCell_um2=8.84
export IMPL_finalInstanceArea_um2=4180
export IMPL_timing_rr_start="prev_out[0]"
export IMPL_rows=30
export IMPL_worst_setup_path_start_kind="primary input"
export IMPL_hold_path_depth=1
export IMPL_drv_slew=0
export IMPL_syn_inst=405
export IMPL_flop_cell="dfxtp_1"
export IMPL_synth_warnings=1
export IMPL_worst_setup_path_end_kind="flip-flop"
export IMPL_period_used_pct=30.4
export IMPL_die_width_um=86.6
export IMPL_synth_edff_count=0
export IMPL_async_flop_share_pct=0
export IMPL_reg2reg_to="curr_out[16]"
export IMPL_drt_vias_per_instance=5.61
export IMPL_fmax_ghz=0.255
export IMPL_io_pins=34
export IMPL_rsz0062_at_grt="false"
export IMPL_critPathKind="in2reg"
export IMPL_top_area_cell="dfxtp_1"
export IMPL_critPathLaunch="reset"
export IMPL_grt_max_degree=29
export IMPL_critical_path_max_stage_delay_ns=0.57
export IMPL_maxSlewHeadroom_pct=53.4
export IMPL_synthDistinctLibCells=57
export IMPL_n_antenna_cell=0
export IMPL_place_gp_congestion=0.891
export IMPL_cts_sinks=65
export IMPL_power_density_nw_per_um2=116
export IMPL_fin_util_pct=60.8
export IMPL_warnings=26
export IMPL_peakVddDrop_mv=0.0791
export IMPL_vias=2981
export IMPL_worstPathRequired_ns=13.17
export IMPL_setup_viol=0
cell usage after synthesis, drive strengths merged, types with 3 or more instances:
| master | instances |
|---|---|
| a211oi | 6 |
| a21o | 9 |
| a21oi | 41 |
| a31oi | 3 |
| and2 | 37 |
| buf | 8 |
| clkbuf | 11 |
| dfxtp | 65 |
| ha | 32 |
| inv | 6 |
| mux2i | 3 |
| nand2 | 21 |
| nand2b | 4 |
| nand3 | 11 |
| nand4 | 13 |
| nor2 | 29 |
| nor3 | 14 |
| nor3b | 4 |
| o211ai | 7 |
| o21a | 11 |
| o21ai | 18 |
| or3 | 5 |
| xnor2 | 9 |
| xor2 | 7 |
flip-flops by register name (all words and copies together) (netlist names):
name and flops:
curr_out 33, prev_out 32
critical path: cells and delay by family:
family	cells	cell delay, ns
multiplexers	1	0.13
buffers and inverters	2	0.84
AND/OR/NAND/NOR	2	0.65
layout by cell type, fill, tap and decap left out, drive strengths merged, types with 2 or more instances in the layout:
cell type / instances
clkbuf: 11
o221ai: 2
clkdlybuf4s50: 33
a21oi: 41
o21a: 11
o22ai: 2
a211oi: 6
nor2: 29
nor3b: 4
xnor2: 9
ha: 32
a2111oi: 2
nor3: 14
mux2i: 3
inv: 6
a21o: 9
nand3: 11
o21ai: 18
a2111o: 2
nand2: 21
nor4: 2
a31oi: 3
or3: 5
and2: 37
o211ai: 7
dfxtp: 65
o31ai: 2
nand2b: 4
clkinv: 2
bufinv: 2
xor2: 7
nand4: 13
a22oi: 2
metal layers:
metal	global-route usage [%]	part of all wire [%]	wire, µm
met1	33.0	50	3770
met4	2.73	1.2	93
met3	4.15	3.9	293
met5	0	0	0
met2	35.6	45	3440
power groups by stage:
stage | clock (mW) | sequential [mW] | combinational [mW]
CTS | 0.203 | 0.220 | 0.0690
finish | 0.198 | 0.220 | 0.0685
global route | 0.214 | 0.222 | 0.0773
through the flow:
step	hold slack, ns	cells
after floorplan	0.434	405
after global placement	0.437	515
after detailed placement	0.446	515
after CTS	0.460	531
after global routing	0.477	531
final	0.458	531
logic make-up (layout without fill, tap and decap cells):
family	count (synthesis)	count (layout)	synth area share, %
adders and majority gates	33	33	11.7
and+or+nand+nor	144	144	21.8
DFF	65	65	36.3
xor gates and xnor gates	16	16	3.91
muxes	3	3	0.838
AOI/OAI and AO/OA	118	118	22.2
buffers and inverters	26	56	3.25
area by class of cell:
class                           instances  area [µm²]  area share, %
Multi-Input combinational cell        314        2170           51.9
Sequential cell                        65        1300           31.1
Timing Repair Buffer                   34         338           8.09
Clock buffer                           11         151           3.62
Tap cell                               96         120           2.88
Clock inverter                          5        77.6           1.86
Inverter                                6        22.5          0.539
worst min path at each step:
| stage | end | from |
|---|---|---|
| 6_report | prev_out[20] | curr_out[20] |
| 5_1_grt | prev_out[18] | curr_out[18] |
| 4_1_cts | prev_out[31] | curr_out[31] |
Power and IR drop assume default switching activity.
