`design/flow/constraint.sdc`:
```
current_design receiver

set clk_period 23.3
set clk_io_pct 0.2

create_clock -name clk0 -period $clk_period

set non_clock_inputs [all_inputs -no_clocks]
set_input_delay [expr $clk_period * $clk_io_pct] -clock clk0 $non_clock_inputs
set_output_delay [expr $clk_period * $clk_io_pct] -clock clk0 [all_outputs]
```
`design/flow/design.v`:
```
module checksum(d,out);
input [31:0]d;
output [15:0]out;
reg [31:0]sum;
reg [15:0]sum1;
always@(d)
begin
sum=d[31:16]+d[15:0];
if(sum&32'hffff0000)
begin
sum1=sum;
sum1=sum1+1;
end
else
sum1=sum;
end
assign out=~sum1;
endmodule
module receiver(d,out);
input [47:0]d;
output out;
wire [15:0]sum,sum1;
checksum d1(d[47:16],sum);
assign sum1=~sum;
assign out=(d[15:0]+sum1)==16'hffff;
endmodule
```
`design/flow/run.sh`:
```
#!/bin/bash
# OpenROAD 26Q1-2900-gdf79404cd8, Yosys 0.63+post, stock flow scripts
make -C /OpenROAD-flow-scripts/flow DESIGN_CONFIG=/design/flow/config.mk WORK_HOME=/design/flow/orfs finish
```
`design/flow/config.mk`:
```
export PLATFORM = sky130hd
export DESIGN_NAME = receiver
export DESIGN_NICKNAME = receiver
export VERILOG_FILES = /design/flow/design.v
export SDC_FILE = /design/flow/constraint.sdc
export NUM_CORES = 4
export LEC_CHECK = 1
export CORE_AREA = 10 10 114 114
export DIE_AREA = 0 0 124 124
```
==> impl_metrics.json <==
{
  "firstDrtPassIters": 4,
  "status": "finished clean",
  "globalplace.congestion": 0.857,
  "required_ns": 18.64,
  "end_kind": "output port",
  "slew_headroom_pct": 58.0,
  "antenna_cells": 0,
  "fp.dieH_um": 124,
  "worst-path-buf-inv": 3,
  "yosys.area_share.adder_pct": 24.8,
  "path_delay_family": "AND-OR/OR-AND gates",
  "synth_chip_area_um2": 1930,
  "flops": 0,
  "finalWirelength_um": 5250,
  "yosys_cells": 257,
  "grt_max_degree": 12,
  "worst_ep_arrival_time_ns": 10.03,
  "crit_path_start_kind": "primary input",
  "yosys_warnings": 1,
  "antenna_found_initial": 0,
  "largest_area_cell": "ha_1",
  "wl_per_cell_um": 12.0,
  "crit_type": "primary input to output port",
  "final_hold_viol_count": 0,
  "synthTopLogicFamily": "AND-OR/OR-AND gates",
  "powerDensity_nw_per_um2": 38.0,
  "synth_cells": 257,
  "grt_pass1_vias": 1940,
  "cp_slowest_stage_delay_ns": 0.53,
  "flop_area_um2": 0,
  "ir_drop_uv": 11.6,
  "row_count": 37,
  "io_pins": 49,
  "die-width_um": 124,
  "dpl.cell_count": 439,
  "top_area_share_pct": 22.7,
  "critPathSlowestCell": "clkdlybuf4s50_1",
  "rsz0062_at_grt": "no",
  "synthTopCellsByCount": "ha_1 (35), a21oi_1 (25), xnor2_1 (25)",
  "synthesis.area_um2": 1930,
  "top_cell": "ha_1",
  "grt_overflow": 0,
  "synth_area_per_cell_um2": 7.50,
  "drv_cap": 0,
  "ant_nets": 0,
  "setup_tns_ns": 0,
  "min_period_ns": 14.69,
  "openroad.warnings": 35,
  "area_leaders": "ha_1 (23%), xnor2_1 (11%), xor2_1 (6.8%)",
  "dpl.hpwl_um": 4900,
  "post_synth_num_cell_types": 56,
  "finalCritPeriodShare_pct": 63.1,
  "areaGrowthSynthToFinish_pct": 33.6,
  "hold_path_class": "primary input to output port",
  "drive_gt1_share_pct": 5.61,
  "vias": 1937,
  "crit_chain": "clkdlybuf4s50_1 -> ha_1 -> inv_1 -> fa_1 -> nand2b_1 -> a211oi_2 -> o21ai_2 -> o31a_1 -> o21ai_4 -> nand4bb_4 -> nor4b_2 -> a211oi_2 -> xor2_1 -> ha_1 -> a21oi_1 -> nand2_1 -> nor4_1 -> o31ai_1 -> a21oi_1 -> xnor2_1 -> xnor2_1 -> xnor2_1 -> a2111oi_2 -> clkdlybuf4s50_1",
  "worstMarginPinSlew_ns": 0.622,
  "cts_setup_buffers": 0,
  "drt_iter0_markers": 59,
  "leakage_nw": 0.997,
  "track_usage_pct": 6.90,
  "drc_errors": 0,
  "setup_violations": 0,
  "crit_fanout": 8,
  "n_clock_buffer": 0,
  "portBuffers": 49,
  "crit_top_cell": "xnor2_1",
  "cts_resized": 0,
  "synth-compound-area-share_pct": 26.7,
  "simple_gate_share_pct": 25.6,
  "die_area_um2": 15400,
  "layout.cells.non_filler": 439,
  "ys_sh_mux_pct": 1.56,
  "ys_sh_xor_pct": 18.2,
  "grt_first_pass_wirelength_um": 8830,
  "coreArea_um2": 10400,
  "slew_viol_final": 0,
  "hold_buffers": 0,
  "vias_per_cell": 4.41,
  "fmaxAchievable_mhz": 68.1,
  "initCoreUtil_pct": 18.5,
  "ys_seq_share_pct": 0
}
-- report_power, final --
part	internal (mW)	switching [mW]
Clock	0	0
Sequential	0	0
Combinational	0.0460	0.0518
-- stage by stage --
stage	total power [mW]	hold slack [ns]	instance area, um2	utilization (%)	setup slack (ns)
after global placement	0.0974	10.67	2580	24.7	8.64
after global routing	0.111	10.69	2580	24.7	8.13
after detailed placement	0.0981	10.66	2580	24.7	8.55
after floorplan	0.0749	9.64	1930	-	9.97
after CTS	0.0986	10.67	2580	24.7	8.54
final	0.0978	10.63	2580	24.7	8.61
-- metal layers --
layer	vias up	track usage [%]	part of all wire, %
met1	872	9.04	45
met4	0	0	0
met2	27	12.4	51
met3	0	1.06	4.1
met5	-	0	0
li1	1038	-	-
-- cells in the final DEF (no fill, tap or decap), types with 2 or more instances in the layout --
cell type,instances
nand4_1,3
xor2_1,15
nand3b_1,2
nand3_1,7
clkdlybuf4s50_1,49
o21ai_0,10
a211oi_2,4
nand2b_1,4
mux2i_1,3
o21ai_1,3
or3_1,3
nor4_1,2
a21oi_1,25
o31ai_1,2
nand2_1,20
nor2_1,23
inv_1,12
o211ai_1,2
fa_1,2
xnor2_1,25
a211oi_1,2
nor2b_1,3
ha_1,35
o21ai_2,2
nor3_1,10
o21bai_1,2
and3_1,2
a21o_1,4
-- cell type report --
| type | count | area, um2 |
|---|---|---|
| multi-input combinational | 241 | 1870 |
| tap | 136 | 170 |
| inverter | 13 | 48.8 |
| fill | 1132 | 7840 |
| timing repair buffer | 49 | 490 |
-- worst min-delay path, cell delays in order --
cell	delay, ns
clkdlybuf4s50_1	0.48
ha_1	0.16
xor2_1	0.08
nand4_1	0.12
a2111oi_2	0.06
clkdlybuf4s50_1	0.41
-- cell families (layout without fill, tap and decap cells) --
| group | count (synthesis) | in the layout |
|---|---|---|
| AND-OR/OR-AND | 71 | 71 |
| XOR/XNOR | 40 | 40 |
| adder cells (fa/ha/maj) | 37 | 37 |
| buffers and inverters | 16 | 62 |
| multiplexers | 3 | 3 |
| AND/OR/NAND/NOR | 90 | 90 |
-- path summary, 6_finish.rpt --
path,start,end,cells after the start
worst min-delay path,d[7],out,6
worst max-delay path,d[16],out,24
Power figures rest on the tool's default switching activity, not on a simulated workload.
